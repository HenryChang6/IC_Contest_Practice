### flow/design.v
`timescale 1ns/10ps
module CS(Y, X, reset, clk);
input  clk, reset; 
input  [7:0] X;
output reg [9:0] Y;
reg [7:0] XS [0:8];
reg [9:0] X_appr;
reg [11:0] Sum;
wire [9:0] X_avg;
integer i, k, z, e;
always @(posedge clk or posedge reset) begin
    if(reset) begin
        Sum <= 0;
        for (z = 0; z < 9 ; z = z + 1 )  
            XS[z] <= 0;
    end
    else begin
        Sum <= Sum + X - XS[0];
        for(i = 1; i <= 8; i = i + 1) XS[i-1] <= XS[i]; 
        XS[8] <= X;
    end
end
assign  X_avg =  Sum / 9;
always @(*) begin
    X_appr = 0; 
    for(k = 0; k < 9; k = k + 1) begin 
        if( (XS[k] <= X_avg) && (XS[k] > X_appr) ) 
            X_appr = XS[k];
    end
end
assign Y = ( Sum + ( (X_appr << 3) + X_appr ) ) >> 3;
endmodule
### flow/constraint.sdc
current_design CS

set clk_period 49.3
set clk_io_pct 0.2

create_clock -name clk0 -period $clk_period [get_ports {clk}]

set non_clock_inputs [all_inputs -no_clocks]
set_input_delay [expr $clk_period * $clk_io_pct] -clock clk0 $non_clock_inputs
set_output_delay [expr $clk_period * $clk_io_pct] -clock clk0 [all_outputs]
### flow/config.mk
export PLATFORM = sky130hd
export DESIGN_NAME = CS
export DESIGN_NICKNAME = CS
export VERILOG_FILES = /design/flow/design.v
export SDC_FILE = /design/flow/constraint.sdc
export NUM_CORES = 4
export LEC_CHECK = 1
export CORE_UTILIZATION = 30
### flow/run.sh
#!/bin/bash
# OpenROAD 26Q1-2900-gdf79404cd8, Yosys 0.63+post, stock flow scripts
make -C /OpenROAD-flow-scripts/flow DESIGN_CONFIG=/design/flow/config.mk WORK_HOME=/design/flow/orfs finish
==> flow_results.xml <==
<?xml version="1.0" encoding="UTF-8"?>
<metrics>
  <group name="status">
    <metric name="run_status" unit="">finished clean</metric>
  </group>
  <group name="route">
    <metric name="route.layer.met1.wl" unit="mm">12.8</metric>
    <metric name="drc_violation_count_after_routing" unit="">0</metric>
    <metric name="count_of_nets_left_with_antenna_violations_after_detail_routing" unit="">0</metric>
    <metric name="met2_length" unit="mm">11.7</metric>
    <metric name="met3WireLength" unit="mm">1.31</metric>
    <metric name="n_antenna_cell" unit="">0</metric>
    <metric name="routed_via_density" unit="">5.16</metric>
    <metric name="drt_total_wl" unit="mm">26.1</metric>
    <metric name="detail_route.wl_per_cell" unit="um">15.9</metric>
    <metric name="count_of_tritonroute_iterations_in_the_first_routing_pass" unit="">5</metric>
    <metric name="vias" unit="">8484</metric>
    <metric name="detailedRoute.firstIterationViolations" unit="">548</metric>
    <metric name="topRoutingLayerUsed" unit="">met4</metric>
  </group>
  <group name="floorplan">
    <metric name="die_area" unit="um2">33800</metric>
    <metric name="number_of_top_level_design_ports" unit="">20</metric>
    <metric name="coreArea" unit="um2">32500</metric>
    <metric name="fp_util" unit="">0.305</metric>
    <metric name="dieWidth" unit="um">184</metric>
    <metric name="die-height" unit="um">184</metric>
    <metric name="rows" unit="">66</metric>
  </group>
  <group name="grt">
    <metric name="antenna_found_initial" unit="">0</metric>
    <metric name="grt_pass1_wl" unit="mm">43.5</metric>
    <metric name="gr-usage-all-layers" unit="">0.164</metric>
    <metric name="overflow" unit="">0</metric>
    <metric name="grt_pass1_vias" unit="">8357</metric>
    <metric name="pin_count_of_the_biggest_net_entering_global_routing" unit="">44</metric>
  </group>
  <group name="placed_design">
    <metric name="dp_hpwl" unit="mm">20.6</metric>
    <metric name="place.port_buffers" unit="">18</metric>
    <metric name="finalWeightedCongestion" unit="">0.962</metric>
  </group>
  <group name="yosys">
    <metric name="adder_cell_share_of_the_synthesized_area" unit="">0.228</metric>
    <metric name="ys_area" unit="um2">9910</metric>
    <metric name="edf_count" unit="">0</metric>
    <metric name="syn-instance-count" unit="">1180</metric>
    <metric name="ys.flop_type" unit="">sky130_fd_sc_hd__dfrtp_1</metric>
    <metric name="xor_share" unit="">0.0467</metric>
    <metric name="ys_seq_elements" unit="">84</metric>
    <metric name="post_synth_ao_oa_area_fraction" unit="">0.213</metric>
    <metric name="muxShareOfSynthArea" unit="">0.0459</metric>
    <metric name="synth_area" unit="um2">9910</metric>
    <metric name="asyncSetResetFlopFracSynth" unit="">1.00</metric>
    <metric name="synth.comb.largest_family" unit="">adder cells</metric>
    <metric name="top_cell_area_share" unit="">0.212</metric>
    <metric name="yosysSeqAreaShare" unit="">0.212</metric>
    <metric name="post-synth-top-area-cell" unit="">sky130_fd_sc_hd__dfrtp_1</metric>
    <metric name="ys_warnings" unit="">3</metric>
    <metric name="synth.cells.most_frequent" unit="">157 x sky130_fd_sc_hd__ha_1, 121 x sky130_fd_sc_hd__inv_1, 99 x sky130_fd_sc_hd__nand2_1</metric>
    <metric name="syn-mean-instance-area" unit="um2">8.40</metric>
    <metric name="yosys.cell_types.count" unit="">93</metric>
    <metric name="synth-cells-yosys" unit="">1180</metric>
    <metric name="synth_dominant_cell_count" unit="">sky130_fd_sc_hd__ha_1</metric>
    <metric name="area_fraction_in_and_or_nand_and_nor_cells_after_synthesis" unit="">0.198</metric>
    <metric name="synth.area.top_cells" unit="">sky130_fd_sc_hd__dfrtp_1 21%, sky130_fd_sc_hd__ha_1 20%, sky130_fd_sc_hd__inv_1 4.6%, sky130_fd_sc_hd__a21oi_1 4.1%, sky130_fd_sc_hd__nand2_1 3.7%</metric>
  </group>
  <group name="clock_tree">
    <metric name="cts.root.buffer_cell" unit="">sky130_fd_sc_hd__clkbuf_16</metric>
    <metric name="postCtsSetupRepairBufs" unit="">0</metric>
    <metric name="number_of_buffers_created_by_cts" unit="">9</metric>
    <metric name="cts-htree-levels" unit="">3</metric>
    <metric name="max-clock-path-buffers" unit="">2</metric>
    <metric name="cts_tree" unit="">built</metric>
    <metric name="post_cts_resize_count" unit="">0</metric>
    <metric name="number_of_buffers_inserted_by_hold_repair_at_cts" unit="">0</metric>
    <metric name="clk-insertion-delay-late" unit="ns">0.34</metric>
    <metric name="clock_sinks" unit="">84</metric>
    <metric name="clkSlewWorstSetupHoldPaths" unit="ns">0.06</metric>
  </group>
  <group name="sta">
    <metric name="period_used_share" unit="">0.836</metric>
    <metric name="tns" unit="ns">0</metric>
    <metric name="worst_slew_margin_rel" unit="">0.448</metric>
    <metric name="timing_worst_slew_pin_value" unit="ns">0.807</metric>
    <metric name="setup_violations" unit="">0</metric>
    <metric name="grt_setup_unrepaired" unit="">no</metric>
    <metric name="max_freq" unit="MHz">24.3</metric>
    <metric name="slew_viol_final" unit="">0</metric>
    <metric name="finalWorstPathRequiredPeriod" unit="ns">41.21</metric>
    <metric name="report.final.hold_viol_count" unit="">0</metric>
    <metric name="worst_clock_skew" unit="ns">0.00581</metric>
  </group>
  <group name="worst_setup_path">
    <metric name="required" unit="ns">39.44</metric>
    <metric name="critical_path_s_most_frequent_cell" unit="">sky130_fd_sc_hd__nand2_1</metric>
    <metric name="crit_path_end_kind" unit="">primary output</metric>
    <metric name="worst-setup-path-type" unit="">flip-flop to primary output</metric>
    <metric name="max_fo_critical_path" unit="">19</metric>
    <metric name="critical_path.slowest_cell" unit="">sky130_fd_sc_hd__a2111oi_0</metric>
    <metric name="arrival_time_of_the_worst_setup_path" unit="ns">31.35</metric>
    <metric name="worstSetupStartpointType" unit="">flip-flop</metric>
    <metric name="delay_of_the_slowest_cell_on_the_worst_path" unit="ns">0.75</metric>
  </group>
  <group name="finish">
    <metric name="layout.filler_cells" unit="">3337</metric>
    <metric name="flow.area_growth_from_synthesis" unit="%">10.2</metric>
    <metric name="fin_util" unit="">0.336</metric>
    <metric name="drive_gt1_frac" unit="">0.0715</metric>
    <metric name="mi_logic_area" unit="um2">7280</metric>
    <metric name="flop_area" unit="um2">2100</metric>
  </group>
  <group name="flow_run">
    <metric name="maximum_capacitance_violations" unit="">0</metric>
    <metric name="stage_log_warnings" unit="">29</metric>
  </group>
  <group name="worst_hold_path">
    <metric name="class_of_the_tightest_hold_or_removal_check" unit="">flip-flop to flip-flop</metric>
  </group>
</metrics>
cell usage in the layout (no fill, tap or decap), types with 10 or more instances in the layout:
cell                              Yosys  routed
sky130_fd_sc_hd__nand2b_1            17      17
sky130_fd_sc_hd__clkdlybuf4s50_1      0      18
sky130_fd_sc_hd__xnor2_1             39      39
sky130_fd_sc_hd__and2_1              11      11
sky130_fd_sc_hd__o211ai_1            11      11
sky130_fd_sc_hd__nand4_1             30      30
sky130_fd_sc_hd__xor2_1              12      12
sky130_fd_sc_hd__inv_1              121     120
sky130_fd_sc_hd__mux2_2              17      17
sky130_fd_sc_hd__nand2_1             99      99
sky130_fd_sc_hd__a21o_1              23      23
sky130_fd_sc_hd__nor2b_1             25      25
sky130_fd_sc_hd__o21bai_1            11      11
sky130_fd_sc_hd__a211oi_1            10      10
sky130_fd_sc_hd__nor2_1              86      86
sky130_fd_sc_hd__or2_2               12      12
sky130_fd_sc_hd__a21oi_1             81      81
sky130_fd_sc_hd__o21ai_1             10      10
sky130_fd_sc_hd__nor4_1              13      13
sky130_fd_sc_hd__o21a_1              18      18
sky130_fd_sc_hd__fa_1                11      11
sky130_fd_sc_hd__dfrtp_1             84      84
sky130_fd_sc_hd__o21ai_0             52      52
sky130_fd_sc_hd__mux2i_1             23      23
sky130_fd_sc_hd__nor3_1              16      16
sky130_fd_sc_hd__nand3_1             36      36
sky130_fd_sc_hd__ha_1               157     157
registers in the layout, indices dropped and copies added (netlist names):
name / count
Sum: 12
XS: 72
metrics by stage:
step	setup WS (ns)	hold WS, ns	cell area (um2)	instances
finish	8.09	0.373	10900	1644
global route	5.42	0.392	10900	1644
CTS	8.19	0.373	10900	1644
detailed placement	8.71	0.360	10600	1631
global placement	9.11	0.361	10600	1631
floorplan	11.38	0.354	9910	1180
kinds of logic (layout without fill, tap and decap cells):
kind of cell               count (synthesis)  in the layout
and+or+nand+nor                          385            385
DFF                                       84             84
other                                      1              1
AOI/OAI and AO/OA                        301            301
adders and majority gates                176            176
muxes                                     42             42
xor gates and xnor gates                  52             52
buffers and inverters                    139            161
routing by layer:
| layer | track usage | vias to the layer above |
|---|---|---|
| met4 | 0.0213 | 0 |
| met1 | 0.244 | 3928 |
| li1 | - | 4337 |
| met3 | 0.0244 | 21 |
| met5 | 0 | - |
| met2 | 0.260 | 198 |
final timing paths:
path	slack, ns	depth (start not counted)	startpoint	to
min	0.37	0	XS[1][0]	XS[0][0]
max reg2reg	45.67	17	Sum[1]	Sum[11]
max in group asynchronous	38.28	3	reset	XS[7][0]
min in group asynchronous	9.96	2	reset	XS[3][3]
min reg2reg	0.37	0	XS[1][0]	XS[0][0]
max	8.09	130	Sum[9]	Y[8]
critical path, delay by kind of cell (launching register included):
kind / cells / cell delay (ns)
compound gates: 45 / 11.38
buf+inv: 16 / 3.07
mux: 7 / 1.83
flops: 1 / 0.48
fa+ha+maj: 18 / 5.00
xor+xnor: 5 / 1.12
simple gates: 39 / 8.08
cell type report:
type / instances / share of cell area
Timing Repair Buffer: 27 / 0.0227
Tap cell: 442 / 0.0506
Clock inverter: 3 / 0.00595
Multi-Input combinational cell: 957 / 0.666
Clock buffer: 10 / 0.0210
Sequential cell: 84 / 0.192
Inverter: 121 / 0.0417
