==> ./design.v <==
module LCD_CTRL (
    input  wire        clk,               
    input  wire        reset,             
    input  wire [7:0]  datain,
    input  wire [2:0]  cmd,               
    input  wire        cmd_valid,         
    output reg  [7:0]  dataout,          
    output reg         output_valid,      
    output reg         busy
);
parameter IDLE = 2'b00;
parameter LOAD = 2'b01;
parameter OUTPUT = 2'b10;
parameter OPERATE = 2'b11;
reg OutputFlag;  
reg OperateCounter;
reg [1:0] state, nxt_state;
reg [2:0] CountToFour, OperateFlag;   
reg [4:0] OutputCounter;
reg [6:0] LoadingCounter, OutputInd, X, Y;
reg [7:0] graph [108:0];
always @(posedge clk or posedge reset) begin
    if (reset) state <= IDLE;
    else state <= nxt_state;
end 
always @(*) begin 
    nxt_state <= state;
    case(state) 
        IDLE: if (cmd_valid && cmd == 3'd0) nxt_state <= LOAD;
        LOAD: if (LoadingCounter == 7'd108) nxt_state <= OUTPUT;
        OPERATE: if (OperateCounter) nxt_state <= OUTPUT;  
        OUTPUT: begin
            if (cmd_valid && cmd == 3'd0) begin 
                nxt_state <= LOAD;
                OutputFlag <= 0;
            end
            else if (cmd_valid && cmd == 3'd1) OutputFlag <= 1;
            else if (cmd_valid && cmd == 3'd2) OutputFlag <= 0; 
            else if (cmd_valid && OutputFlag) begin  
                if (cmd == 3'd3)      OperateFlag <= 2'b11;  
                else if (cmd == 3'd4) OperateFlag <= 2'b10;  
                else if (cmd == 3'd5) OperateFlag <= 2'b00;  
                else if (cmd == 3'd6) OperateFlag <= 2'b01;  
                nxt_state <= OPERATE;
            end
        end
    endcase
end
always @(posedge clk) begin
    case(state) 
        IDLE: begin
            busy <= 0;
            output_valid <= 0;
            OutputInd <= 0;
            OutputFlag <= 0;
            OperateCounter <= 0;
            LoadingCounter <= 7'd0;
            OutputCounter <= 5'd0;
            X <= 7'd6; Y <= 7'd5;
            CountToFour <= 3'd0;
        end
        LOAD: begin
            busy <= 1;
            if (LoadingCounter == 7'd108) begin 
                LoadingCounter <= 7'd0;
                OutputFlag <= 0;
            end
            else begin
                graph[LoadingCounter] <= datain;
                LoadingCounter <= LoadingCounter + 1;
            end
        end
        OPERATE: begin 
            OutputCounter <= 0;
            if (OperateFlag == 2'b11 && !OperateCounter)      X <= (X>9) ? 10 : (X+1);  
            else if (OperateFlag == 2'b10 && !OperateCounter) X <= (X<3) ?  2 : (X-1);  
            else if (OperateFlag == 2'b00 && !OperateCounter) Y <= (Y<3) ?  2 : (Y-1);  
            else if (OperateFlag == 2'b01 && !OperateCounter) Y <= (Y>6) ?  7 : (Y+1);  
            OperateCounter <= 1;
        end
        OUTPUT: begin
            X <= (!OutputFlag) ? 7'd6 : X;
            Y <= (!OutputFlag) ? 7'd5 : Y;
            OperateCounter <= 0;
            if (OutputCounter == 5'd0) begin
                OutputInd <= (OutputFlag) ? (((Y-2)<<3)+((Y-2)<<2)+(X-2)) : (7'd13);
                CountToFour <= 3'd1;
                OutputCounter <= 1;
                busy <= 1;
            end
            else if (OutputCounter == 5'd17) begin
                OutputCounter <= 5'd0;
                output_valid <= 0;
                busy <= 0;
            end
            else begin
                output_valid <= 1;
                dataout <= graph[OutputInd];
                CountToFour <= CountToFour + 1;
                if (CountToFour == 3'd4) begin
                    OutputInd <= (OutputFlag) ? (OutputInd+9) : (OutputInd+15);
                    CountToFour <= 3'd1; 
                end
                else begin
                    OutputInd <= (OutputFlag) ? (OutputInd+1) : (OutputInd+3);
                    CountToFour <= CountToFour + 1;
                end
                OutputCounter <= OutputCounter + 1;
            end
        end
    endcase
end
endmodule
==> ./run.sh <==
#!/bin/bash
# OpenROAD 26Q1-2900-gdf79404cd8, Yosys 0.63+post, stock flow scripts
make -C /OpenROAD-flow-scripts/flow DESIGN_CONFIG=/design/flow/config.mk WORK_HOME=/design/flow/orfs finish
==> ./config.mk <==
export PLATFORM = sky130hd
export DESIGN_NAME = LCD_CTRL
export DESIGN_NICKNAME = LCD_CTRL
export VERILOG_FILES = /design/flow/design.v
export SDC_FILE = /design/flow/constraint.sdc
export NUM_CORES = 4
export LEC_CHECK = 1
export CORE_UTILIZATION = 40
==> ./constraint.sdc <==
current_design LCD_CTRL

set clk_period 13.4
set clk_io_pct 0.2

create_clock -name clk0 -period $clk_period [get_ports {clk}]

set non_clock_inputs [all_inputs -no_clocks]
set_input_delay [expr $clk_period * $clk_io_pct] -clock clk0 $non_clock_inputs
set_output_delay [expr $clk_period * $clk_io_pct] -clock clk0 [all_outputs]
==> ci_impl_report.md <==
### Flow metrics

| Metric | Value |
|---|---|
| Reg-to-reg endpoint | dataout[6]$_DFFE_PP_ |
| First-pass GRT wire length | 125000 um |
| Syn Area/Cell | 18.8 um2 |
| Mux share | 0.133 |
| Post-CTS Resized | 0 |
| Synth Flop Type | edfxtp_1 |
| Post-DP HPWL | 51200 um |
| Inserted Diodes | 0 |
| Die X-Extent | 302 um |
| Share of the clock period used by the worst path | 0.322 |
| Sum Neg Setup Slack | 0 ns |
| Post-synth top cells | edfxtp_1, nor2_1, mux4_2, mux2i_1, nand2_1 |
| Final Cell Area | 40200 um2 |
| Crit path max fanout | 1 |
| Cell Area, Placed | 37500 um2 |
| Routed length on met3 | 12100 um |
| Delay-heaviest family, CP | buffers and inverters |
| Total wire length | 84400 um |
| CP arrival | 1.63 ns |
| Worst-Margin Slew | 1.08 ns |
| Worst Setup Start Kind | flip-flop |
| Hold crit path type | reg2reg |
| # Cells Yosys | 1918 |
| Worst Reg2Reg Path Length in Cells | 9 |
| # fillers | 7285 |
| TritonRoute pass-1 iters | 20 |
| CP cell instances | clkdlybuf4s50_1 |
| Area leader share | 0.756 |
| Gate Count Post-Synth | 1918 |
| Top-count cell post-synth | edfxtp_1 |
| R2R setup slack | 9.33 ns |
| GRT Util Overall | 0.207 |
| CTS H-tree depth | 3 |
| Adder Area Share | 0.00278 |
| DRT met1 WL | 29600 um |
| Flops & latches, synth | 909 |
| Cell count after placement | 3064 |
| Max_cap viols | 0 |
| Pwr/cell area | 169 nW/um2 |
| Finished Layout Cells | 3221 |
| Crit end category | primary output |
| RSZ-0062 raised after global routing | no |
| CTS root buf | clkbuf_16 |
| Tool warning count | 29 |
| DR WL/cell | 26.2 um |
| Outcome | completed |
| Residual DRC | 0 |
| WP buf/inv | 1 |
| GRT overflow | 0 |
| Core Footprint | 88800 um2 |
| Initial antenna violation count | 1 |
| Postcts setup bufs | 0 |
| Slowest stage delay, CP | 0.52 ns |
| R2R Path Start | OutputInd[0]$_SDFFCE_PN0P_ |
| Synth-to-layout area growth | 11.7% |
| CTS tree | built |
| Xor and xnor area share after synthesis | 0.00317 |
| FP Util | 0.405 |
| Max Clock Skew | 0.0224 ns |
| Slew HR | 0.277 |
| Worst path required time | 10.72 ns |
| Simple Share, Synth | 0.0476 |
| Avg Vias per Cell | 5.66 |
| Worst vdd ir | 0.0968 mV |
| Placer congestion estimate | 0.895 |
| IO Port Bufs | 23 |
| Clk buf depth | 3 |
| Initial drt markers | 1314 |
| Die height | 302 um |
| Netlist cell types | 57 |
| Hold buffer count at CTS | 0 |
| Post-synth ARST share | 0.00440 |
| Min Clock Period, post-route | 4.31 ns |
| Setup crit end | dataout[0] |
| Static Leak | 12.7 nW |
| Synth Seq Share | 0.758 |
| Cell at the slowest stage of the critical path | clkdlybuf4s50_1 |
| Worst setup startpoint | dataout[0]$_DFFE_PP_ |
| Final worst slack | 9.09 ns |
| Top cells by area | edfxtp_1, mux4_2, mux2i_1, nor2_1, a22oi_1 |
| Largest net degree at the start of global routing | 90 |
| Final count of hold timing violations | 0 |
| Ys Warns | 3 |
| Die Size | 91100 um2 |
| CTS sink count | 909 |
| Yosys aoi share | 0.0351 |
| Vias in the first global route | 19600 |
| Via count | 18200 |
| WHS | 0.447 ns |
| Dominant comb cell | multiplexers |
| Met2 wire length | 39700 um |
| Cell taking the most area after synthesis | edfxtp_1 |
| Top Layer Used | met5 |
| YS chip area | 36000 um2 |
| Inserted Clock Buffers | 90 |
| Count of library flops with an enable pin | 905 |
| Pre-CTS WS | 9.14 ns |
| Setup violations, final | 0 |
| IO Pins | 24 |
| Worst Setup Path Type | reg2out |
| Mapped Area | 36000 um2 |
| Instance count on the critical path | 1 |
| Latency at later pin | 0.63 ns |
| Core Rows | 109 |
| Final Max Slew Viols | 0 |
| WHS Path Cells | 1 |
| Post-route ant nets | 0 |
| Fmax | 0.232 GHz |
| Proportion of layout cells with a drive suffix above 1 | 0.164 |
| Worst-path clk slew | 0.06 ns |
==> area by class of cell <==
type	count	area [um2]	area share
multi-input combinational	892	7970	0.198
inverter	17	63.8	0.00159
timing repair buffer	81	696	0.0173
sequential	909	27300	0.679
clock inverter	47	315	0.00785
clock buffer	110	2390	0.0595
tap	1165	1460	0.0363
==> routing by layer <==
metal | vias up | GRT usage
met5 | - | 0.00725
met2 | 980 | 0.306
met1 | 9195 | 0.264
met4 | 6 | 0.0558
li1 | 7888 | -
met3 | 169 | 0.133
==> power breakdown <==
group | internal, W | switching, W | leakage, nW | total [W]
combinational | 0.000370 | 0.000744 | 3.20 | 0.00111
sequential | 0.00328 | 0.0000605 | 8.21 | 0.00334
clock | 0.00134 | 0.00100 | 1.33 | 0.00234
==> state kept, by name, summed over array words and instances (netlist names) <==
register and flops:
graph 872, dataout 8, LoadingCounter 7, OutputInd 7, OutputCounter 5, state 4, CountToFour 3, OperateCounter 1
busy 1, output_valid 1
==> kinds of logic after synthesis <==
logic type / count (synthesis)
DFF: 909
and+or+nand+nor: 396
xor gates and xnor gates: 13
muxes: 289
AOI/OAI and AO/OA: 186
buffers and inverters: 117
adders and majority gates: 8
==> through the flow <==
step,total power (W),utilization
6_report,0.00680,0.452
5_1_grt,0.00704,0.452
4_1_cts,0.00685,0.452
3_5_place_dp,0.00452,0.422
3_3_place_gp,0.00451,0.422
2_1_floorplan,0.00408,-
==> worst min-delay path by stage <==
stage	from	to	slack, ns
CTS	OperateCounter$_DFFE_PP_	state[3]$_DFF_PP0_	0.45
finish	OperateCounter$_DFFE_PP_	state[3]$_DFF_PP0_	0.45
global route	OperateCounter$_DFFE_PP_	state[3]$_DFF_PP0_	0.47
==> layout by cell type (no fill, tap or decap), types with 20 or more instances in the layout <==
cell and instances:
a21oi_1 33, a22oi_1 60, buf_4 62, clkbuf_16 93
clkinv_1 26, edfxtp_1 905, mux2i_1 132, mux4_2 137
nand2_1 106, nand3_1 68, nor2_1 167, o21ai_0 20
o22ai_1 21
No activity file was given, so power comes from the tool's default toggle rates.
