**flow/design.v**
```verilog
module DT(
	input 			        clk, 
	input			        reset,
	input		    [15:0]	sti_di,
	input		    [7:0]	res_di,
	output	reg		        done ,
	output	reg		        sti_rd ,
	output	reg 	[9:0]	sti_addr ,
	output	reg		        res_wr ,
	output	reg		        res_rd ,
	output	reg 	[13:0]	res_addr,
	output	reg 	[7:0]	res_do
);
localparam IDLE = 4'd0;
localparam F = 4'd1;
localparam F_NW = 4'd2;
localparam F_N = 4'd3;
localparam F_NE = 4'd4;
localparam F_WRITE = 4'd5;
localparam B = 4'd6;
localparam B_SE = 4'd7;
localparam B_S = 4'd8;
localparam B_SW = 4'd9;
localparam B_READ_CUR = 4'd10;
localparam B_WRITE = 4'd11;
localparam FINISH = 4'd12;
reg pixel;
reg pre_is_obj;
reg [3:0] state, nxt_state;
reg [7:0] data [0:4];
reg [13:0] pos;
wire [6:0] pos_col = pos[6:0];
wire [6:0] pos_row = pos[13:7];
wire [13:0] pos_e = pos + {7'd0,7'd1};
wire [13:0] pos_se = pos + {7'd1,7'd1};
wire [13:0] pos_s = pos + {7'd1,7'd0};
wire [13:0] pos_sw = pos + {7'd0,7'd127};
wire [13:0] pos_w = pos - {7'd0,7'd1};
wire [13:0] pos_ne = pos - {7'd0, 7'd127};
wire [13:0] pos_n = pos - {7'd1,7'd0};
wire [13:0] pos_nw = pos - {7'd1,7'd1};
wire [7:0] min1 = ((data[0]<data[1]) ? data[0] : data[1]);
wire [7:0] min2 = ((data[2]<data[3]) ? data[2] : data[3]);
wire [7:0] f_res =  (min1 < min2 ? min1 : min2) + 1;
wire [7:0] b_res = ((f_res < data[4]) ? f_res : data[4]);
always @(posedge clk  ) begin
	if (!reset) state <= IDLE;
	else state <= nxt_state; 
end
always @(*) begin
	sti_rd <= 1;
	sti_addr <= pos[13:4]; 
	pixel <= sti_di[~pos_col[3:0]]; 
	res_rd <= ~res_wr;
end
always @(*) begin
	case(state) 
		IDLE: nxt_state <= F;
		F: begin 
			if (pos_row == 7'd127) nxt_state <= B;  
			else if (pixel) nxt_state <= (pre_is_obj ? F_NE : F_NW);
			else nxt_state <= F;
		end
		F_NW: nxt_state <= F_N;
		F_N: nxt_state <= F_NE;
		F_NE: nxt_state <= F_WRITE;
		F_WRITE: nxt_state <= F;
		B: begin
			if (pos_row == 0) nxt_state <= FINISH;
			else if (pixel) nxt_state <= (pre_is_obj ? B_SW : B_SE);
			else nxt_state <= B;
		end
		B_SE: nxt_state <= B_S;
		B_S: nxt_state <= B_SW;
		B_SW: nxt_state <= B_READ_CUR;
		B_READ_CUR: nxt_state <= B_WRITE;
		B_WRITE: nxt_state <= B;
	endcase
end
always @(posedge clk) begin
	res_wr <= 0; 
	case(state) 
		IDLE: begin
			pos <= {7'd1, 7'd1};
			pre_is_obj <= 0;
			done <= 0;
		end
		F: begin
			if (pixel) begin
				res_addr <= (pre_is_obj ? pos_ne : pos_nw);
			end
			else begin
				pre_is_obj <= 0;
				pos <= pos_e;
			end
		end
		F_NW: begin
			data[3] <= 0;  
			data[0] <= res_di;
			res_addr <= pos_n;
		end
		F_N: begin
			data[1] <= res_di;
			res_addr <= pos_ne;
		end
		F_NE: begin
			data[2] <= res_di;
		end
		F_WRITE: begin
			res_wr <= 1;
			res_addr <= pos;
			res_do <= f_res;
			data[0] <= data[1];
			data[1] <= data[2];
			data[3] <= f_res;
			pos <= pos_e;
			pre_is_obj <= 1;
		end
		B: begin
			if (pixel) begin
				res_addr <= (pre_is_obj ? pos_sw : pos_se);
			end
			else begin
				pos <= pos_w;
				pre_is_obj <= 0;
			end
		end
		B_SE: begin
			data[3] <= 0;
			data[0] <= res_di;
			res_addr <= pos_s;
		end
		B_S: begin
			data[1] <= res_di;
			res_addr <= pos_sw;
		end
		B_SW: begin
			data[2] <= res_di;
			res_addr <= pos;  
		end
		B_READ_CUR: begin
			data[4] <= res_di;
		end
		B_WRITE: begin
			res_wr <= 1;
			res_addr <= pos;
			res_do <= b_res;
			data[0] <= data[1];
			data[1] <= data[2];
			data[3] <= b_res;
			pos <= pos_w;
			pre_is_obj <= 1;
		end
		FINISH: begin 
			done <= 1;
		end
	endcase
end
endmodule
```
**flow/config.mk**
```make
export PLATFORM = sky130hd
export DESIGN_NAME = DT
export DESIGN_NICKNAME = DT
export VERILOG_FILES = /design/flow/design.v
export SDC_FILE = /design/flow/constraint.sdc
export NUM_CORES = 4
export LEC_CHECK = 1
export CORE_UTILIZATION = 50
```
**flow/run.sh**
```bash
#!/bin/bash
# OpenROAD 26Q1-2900-gdf79404cd8, Yosys 0.63+post, stock flow scripts
make -C /OpenROAD-flow-scripts/flow DESIGN_CONFIG=/design/flow/config.mk WORK_HOME=/design/flow/orfs finish
```
**flow/constraint.sdc**
```tcl
current_design DT

set clk_period 6.5
set clk_io_pct 0.2

create_clock -name clk0 -period $clk_period [get_ports {clk}]

set non_clock_inputs [all_inputs -no_clocks]
set_input_delay [expr $clk_period * $clk_io_pct] -clock clk0 $non_clock_inputs
set_output_delay [expr $clk_period * $clk_io_pct] -clock clk0 [all_outputs]
```
==> deck_impl_summary.md <==
Implementation Results

Route
  • Ant. Diodes: 0
  • Total Routed Length: 17300 um
  • WL/cell: 18.4 um
  • Post-route DRC: 0
  • Via count: 5560
  • Final ANT Viol Nets: 0
  • Initial drt markers: 329
  • First-pass DRT Iterations: 5
  • Routed vias/inst: 5.91

Place
  • IO buf count: 60
  • Dpl ws: 130 ps
  • Placed Area: 0.00730 sq mm
  • Hpwl dp: 12800 um
  • Gpl congestion: 0.988

Clock network
  • Clock slew seen by the registers of the worst setup and hold paths: 70 ps
  • Worst skew pair latency: 360 ps
  • CTS tree: yes
  • CTS Buf Count: 9
  • CTS max path bufs: 2
  • Clk root buf: clkbuf_16
  • Htree depth: 3
  • Hold buffers post-CTS: 0

Setup path
  • CP arrival: 6210 ps
  • Type of the worst setup path: reg2reg
  • Crit Path Max Fanout: 12
  • WP data required: 6600 ps
  • CP Capture Type: flop
  • R2r setup slk: 390 ps
  • Startpoint Class: flop

Synthesis
  • Post-Synthesis Cells: 718
  • Cell type with the largest total area: edfxtp_1
  • Top cells by area: edfxtp_1 (36%), ha_1 (8.9%), nand2_1 (5.4%)
  • Area leader share: 0.356
  • Ys cells: 718
  • #FFs+latches synth: 87
  • Syn avg cell area: 9.17 sq um
  • YS chip area: 0.00658 sq mm
  • FFs w/ async S/R, synth: 0
  • Top FF cell, synth: edfxtp_1
  • Netlist Area Pre-Place: 0.00658 sq mm
  • Count of library flops with an enable pin: 78
  • Synth cell types: 62
  • Synth warnings: 2

Timing
  • Endpoints left unconstrained: 4
  • Register pins left without a clock: 4
  • Peak Freq: 164 MHz
  • # setup viols final: 0
  • Fin Hold WS: 620 ps
  • Final worst slack: 390 ps
  • Clock period minus worst slack: 6110 ps
  • Clock Skew: 9.44 ps
  • Max-slew headroom: 0.435
  • Final Max Slew Viols: 0
  • Hold Violations, Final: 0
  • Fin crit share: 0.940
  • Worst slew pin tran: 848 ps

Floorplan
  • Placeable Area: 0.0127 sq mm
  • Num rows: 41
  • I/O pins: 62
  • Pre-Place Util: 0.517
  • Chip Height: 117 um
  • DIE WIDTH: 117 um
  • Die area: 0.0136 sq mm

Pwr
  • Int Power: 1090 uW
  • Seq pwr share: 0.443
  • Clock share of power: 0.389
  • Switching share of power: 0.271
  • VDD IR max: 146 uV
  • Combinational power share: 0.168
  • Net Switching: 407 uW
  • Cell leakage power: 0.00305 uW
  • P per Cell Area: 196 mW/mm^2

GRT
  • Vias in the first global route: 5139
  • First-pass GRT wire length: 27300 um
  • Grt total ovfl: 0
  • Largest net degree at the start of global routing: 22
  • Gr usage total: 0.280
  • Initial antenna violation count: 0

Finish
  • Fin area: 0.00767 sq mm
  • Share of layout cells above drive strength 1: 0.0651
  • Area delta synth->final: 16.5%
  • Filler cell count: 1084

Outcome
  • Run status: complete, no violations

Min path
  • Min-Delay Path Class: reg2reg

Run
  • OpenROAD warnings: 27
  • Max-cap violations: 0
worst max-delay path: stages (launching register included):
cell and delay, ps:
edfxtp_1 430, ha_1 340, nand4_1 150, o31ai_4 540
buf_4 240, mux2i_1 240, ha_1 280, a21o_1 160
a21o_1 170, a211o_1 340, a21oi_1 240, a21oi_4 150
nor2_1 120, a21oi_1 50, ha_1 280, o21ai_0 160
nor2_1 100, xnor2_1 140, o21ai_1 200, ha_1 300
a21oi_1 160, nand2_1 70, a21oi_1 230, o31ai_4 110
and2b_2 310, mux2_1 340
worst paths after layout:
kind / cells past startpoint / startpoint / endpoint
max: 25 / data[2][7] / res_do[7]
min: 1 / data[4][7] / res_do[7]
max reg2reg: 25 / data[2][7] / res_do[7]
min reg2reg: 1 / data[4][7] / res_do[7]
power groups by stage:
| stage | clock network, uW | registers, uW | logic, uW |
|---|---|---|---|
| finish | 583 | 664 | 252 |
| global route | 614 | 669 | 280 |
| CTS | 594 | 663 | 251 |
through the flow:
step	std cells	setup TNS, ps	total power, uW	util
6_report	940	0	1500	0.603
5_1_grt	940	-86.6	1560	0.603
4_1_cts	939	0	1510	0.600
3_5_place_dp	923	0	922	0.574
3_3_place_gp	923	0	919	0.574
2_1_floorplan	718	0	833	-
layout by cell type, fill, tap and decap left out, types with 9 or more instances in the layout:
cell / n
o21ai_0: 42
mux2i_1: 33
xnor2_1: 26
edfxtp_1: 78
inv_1: 45
o22ai_1: 11
nor3_1: 12
nand2_1: 94
ha_1: 47
nand4_1: 10
a21oi_1: 47
a21o_1: 9
nand3_1: 16
and3_1: 9
nor2_1: 59
clkbuf_16: 9
xor2_1: 14
buf_4: 15
clkdlybuf4s50_1: 60
area by class of cell:
| cell class | count | area (sq um) | area share |
|---|---|---|---|
| clock inverters | 7 | 105 | 0.0137 |
| multi-input cells | 542 | 3730 | 0.486 |
| flip-flops and latches | 87 | 2500 | 0.326 |
| clock buffers | 9 | 225 | 0.0294 |
| inverters | 48 | 180 | 0.0235 |
| repair buffers | 75 | 713 | 0.0930 |
| well taps | 172 | 215 | 0.0281 |
timing repair:
item	CTS	global route
setup buffers	0	1
gates resized	0	6
endpoints found under the setup margin	0	16
flip-flops by register name, indices dropped and copies added (netlist names):
register and flops:
pos 14, data 40, res_do 8, res_addr 14
nxt_state 4, pre_is_obj 1, state 4, done 1
res_wr 1
Yosys cell counts, types with 3 or more instances:
master     count
a22oi_1        5
mux4_2         6
nor2b_1        3
o31ai_1        4
nand3_1       16
dfxtp_1        5
or3_1          8
a31oi_1        4
mux2i_1       33
nand2_1       94
nand2b_1       7
a2111oi_0      4
mux2_2         4
o21bai_1       8
nor3_1        12
a21o_1         9
a32o_1         3
xnor2_1       26
nor2_1        59
clkbuf_1      25
o211ai_1       4
xor2_1        14
a221oi_1       3
o21a_1         7
edfxtp_1      78
o21ai_1        6
dlxtn_1        4
mux2_1         3
ha_1          47
inv_1         45
o21ai_0       42
buf_4         11
nand4_1       10
and3_1         9
a21oi_1       48
buf_1          3
o22ai_1       11
and2_1         8
logic make-up (layout without fill, tap and decap cells):
group,count (synthesis),count (layout),synth area share
buffers and inverters,89,139,0.0584
muxes,47,47,0.0850
and+or+nand+nor,229,229,0.154
latches,4,4,0.00913
adders and majority gates,49,49,0.0954
other,1,1,0.000570
DFF,83,83,0.371
AOI/OAI and AO/OA,176,176,0.173
xor gates and xnor gates,40,40,0.0532
metal layers:
layer	GRT usage	vias up	wire length, um
li1	-	2692	-
met5	0	-	0
met1	0.471	2631	8500
met4	0.0464	0	339
met2	0.375	212	6850
met3	0.0867	25	1630
No activity file was given, so power comes from the tool's default toggle rates.
